===== flow/design.v =====
module SIMCOMP121 (clock, PC, IR, MBR, AC, MAR);
input clock;
output PC, IR, MBR, AC, MAR;
reg [15:0] IR, MBR, AC;
reg [11:0] PC, MAR;
reg [15:0] Memory [0:63];
reg [2:0] state;
parameter load = 4'b0011, store=4'b1011, add=4'b0111 , sub=4'b1000,jmp=4'b1001;
initial begin
	Memory [10]= 16'h3020;
	Memory [11]= 16'h7021;
	Memory [12]= 16'hB014;
	Memory [13]= 16'h8021;
	Memory [14]= 16'h900A;
	Memory [32]=16'd7;
	Memory [33]=16'd5;
	PC =10; state = 0;
end
always @(posedge clock) begin
case (state)
0: begin
   MAR <= PC;
   state=1;
   end
1:  begin  
	IR <= Memory[MAR];
	PC <= PC + 1;
	state=2;  
	end
2:  begin  
	MAR <=IR[11:0];
	state= 3;
	end
3:  begin  
	state=4;
	case (IR[15:12])
	load : MBR <= Memory[MAR] ;
	add : MBR <= Memory[MAR] ;
	store: MBR<=AC;
	sub : MBR <= Memory[MAR];
	jmp : PC<=MAR;
	endcase
	end
4:  begin  
	if (IR[15:12]==4'h7) begin
	AC<= AC+MBR;
	state =0;
	end
	else if (IR [15:12] == 4'h3) begin
	AC <= MBR;
	state =0;  
	end
	else if (IR[15:12] == 4'hB) begin
	Memory[ MAR] <= MBR;
	state = 0;
	end
	else if (IR[15:12]==4'h8)begin
    AC<= AC+(~MBR+1);
    state=0;
    end
    else if (IR[15:12]==4'h9)begin
    state =0;
    end
   end
   endcase
end
endmodule 

===== flow/config.mk =====
export PLATFORM = sky130hd
export DESIGN_NAME = SIMCOMP121
export DESIGN_NICKNAME = SIMCOMP121
export VERILOG_FILES = /design/flow/design.v
export SDC_FILE = /design/flow/constraint.sdc
export NUM_CORES = 4
export LEC_CHECK = 1
export CORE_UTILIZATION = 40
export SYNTH_HDL_FRONTEND = slang

===== flow/run.sh =====
#!/bin/bash
# OpenROAD 26Q1-2900-gdf79404cd8, Yosys 0.63+post, stock flow scripts
make -C /OpenROAD-flow-scripts/flow DESIGN_CONFIG=/design/flow/config.mk WORK_HOME=/design/flow/orfs finish

===== flow/constraint.sdc =====
current_design SIMCOMP121

set clk_period 17.6
set clk_io_pct 0.2

create_clock -name clk0 -period $clk_period [get_ports {clock}]

set non_clock_inputs [all_inputs -no_clocks]
set_input_delay [expr $clk_period * $clk_io_pct] -clock clk0 $non_clock_inputs
set_output_delay [expr $clk_period * $clk_io_pct] -clock clk0 [all_outputs]

==> flow_summary.yaml <==
# physical design summary
synth:
  netlist.area_leader.share: 0.744
  yosysCellCount: 2124
  synthArstFlopShare: 0
  syn_inst: 2124
  ys_warn_count: 0
  ys_types: 54
  synth-edff-count: 1096
  postSynthSeqShare: 0.749
  synthTopCellsByArea: "edfxtp_1 (74%), mux4_2 (15%), mux2i_1 (1.4%)"
  ff_type: "edfxtp_1"
  top_area_cell: "edfxtp_1"
  mappedNetlistArea_um2: 44300
  syn_avg_cell_area_um2: 20.8
  ys_ff: 1107
  ys_area_um2: 44300
clock_network:
  cts_hold_buffers: 0
  cts_inserted_buffers: 105
  cts_root_buf: "clkbuf_16"
  clock_path_buffers: 3
  clock_sinks: 1107
  cts_tree: "built"
  clkTransAtPathRegs_ps: 60
  worstSkewPairLatency_ps: 690
  htreeDepth: 3
  cts_setup_buffers: 0
  post_cts_resized: 0
critical_path:
  cp.arrival_ps: 2300
  crit_slowest_cell: "clkdlybuf4s50_1"
  path_max_fanout: 65
  path_cells: "buf_4 -> clkdlybuf4s50_1"
  cp.required_ps: 14080
  regToRegEndpoint: "MBR[6]"
  reg2reg_depth: 8
  critPathKind: "register to output port"
  crit_path_start_kind: "register"
  slowest_delay_ps: 630
  regToRegSetupSlack_ps: 13160
  end_kind: "output port"
sta:
  fin_crit_ps: 5820
  rsz0062_at_grt: "false"
  setup_viol: 0
  finalHoldViolCount: 0
  tightest_slew_ps: 904
  fmax_mhz: 172
  period_used_share: 0.331
  slew_headroom: 0.395
  tns_ps: 0
  clock_skew_ps: 33.5
  maxSlewViolCount: 0
pwr:
  p_sw_frac: 0.190
  p_per_area_nw_per_um2: 100
  peakVddDrop_v: 0.0000749
  total_power_uw: 5060
  leakage_uw: 0.0181
  comb_power_share: 0
  p_clk_frac: 0.437
  p_seq_frac: 0.563
  p_sw_uw: 962
  p_int_uw: 4100
finish:
  nFillCells: 8899
  layout_top_cells: "edfxtp_1 (1096), mux4_2 (286), buf_4 (113)"
  layout_top_cell: "edfxtp_1"
  stdcell_count: 3865
  area.combinational_um2: 10400
  drive_gt1_frac: 0.257
  regArea_um2: 33100
  final_core_util: 0.462
  area_delta_synth_final_pct: 14.2
routing:
  avgViaCountPerCell: 5.56
  vias: 21491
  drt-pass1-iter-count: 5
  drt_iter0_drc: 1412
  drtAntennaViolNets: 0
  avgRoutedWirePerCell_um: 27.9
  wirelength_um: 108000
  drc_errors: 0
run:
  max-cap-violations: 0
  tool_warnings: 41
floorplanning:
  fp_util: 0.405
  pin_count: 73
  chip_area_um2: 112000
  die-width_um: 335
  rows: 121
  core-area_um2: 109000
  die.size.y_um: 335
global_routing:
  grt_pass1_vias: 23452
  antenna_found_initial: 1
  grt_use_total: 0.216
  grt_pass1_wl_um: 158000
  grt_start_max_net_pins: 69
  grt_overflow: 0
min_path:
  hold_start: "state[0]"
  hold_end: "state[3]"
  hold_path_class: "register to register"
  hold_depth: 0
placement:
  port_buffers: 72
  dp_cells: 3673
  hpwl_um: 64900
  routabilityCongestion: 0.901
status:
  status: "complete, no violations"
==> worst max-delay path, delay by kind of cell, from the launching register on <==
| kind | cells | cell delay (ps) |
|---|---|---|
| buffers and inverters | 2 | 1140 |
| flip-flops | 1 | 400 |
==> cell type report <==
class	count	area share
sequential	1107	0.656
multi-input combinational	871	0.207
clock buffer	121	0.0540
tap	1476	0.0365
timing repair buffer	186	0.0314
clock inverter	69	0.0128
inverter	33	0.00245
antenna	2	0.0000990
==> cells in the mapped netlist, drive strengths merged, types with 10 or more instances <==
library cell and number:
a211oi 27, a21oi 48, buf 54, clkbuf 59, dfxtp 11, edfxtp 1096, ha 31, inv 33
mux2 36, mux2i 61, mux4 286, nand2 44, nand3 16, nor2 111, nor2b 29, o21ai 33
o22ai 34, xnor2 20, xor2 10
==> metrics by stage <==
stage          hold WS (ps)  area (um2)  setup slack [ps]
2_1_floorplan           323       44300             12930
3_3_place_gp            331       47100             12480
3_5_place_dp            335       47100             12460
4_1_cts                 350       50500             11710
5_1_grt                 361       50500             11610
6_report                352       50500             11780
==> worst max path at each step <==
stage,depth (start not counted),endpoint,startpoint,slack [ps]
finish,2,MBR[12],MBR[12],11780
global route,2,MBR[12],MBR[12],11610
CTS,2,MBR[12],MBR[12],11710
==> routing by layer <==
metal / up-vias / GRT usage / share of wire
met5: - / 0.00174 / 0
met1: 10882 / 0.267 / 0.33
met3: 132 / 0.155 / 0.17
li1: 9160 / - / -
met4: 0 / 0.0395 / 0.023
met2: 1317 / 0.324 / 0.48
==> flip-flops by register name (all words and copies together), names as in the netlist, named ones only <==
signal	count
PC	12
MAR	12
MBR	16
IR	16
Memory	1024
AC	16
state	5
==> power by group through the flow <==
| stage | clock network, uW | logic (uW) | registers [uW] |
|---|---|---|---|
| CTS | 2250 | 0.00359 | 2850 |
| global route | 2350 | 0.00359 | 2850 |
| finish | 2210 | 0.00359 | 2850 |
==> kinds of logic (layout without fill, tap and decap cells) <==
logic type / after synthesis / count (layout) / synth area share
buffers and inverters: 146 / 409 / 0.0155
XOR/XNOR: 30 / 30 / 0.00594
adder cells (fa/ha/maj): 33 / 33 / 0.00967
AND/OR/NAND/NOR: 240 / 240 / 0.0249
other: 0 / 2 / 0
flip-flops: 1107 / 1107 / 0.749
AND-OR/OR-AND: 185 / 185 / 0.0269
multiplexers: 383 / 383 / 0.168
Power is estimated from default activity; no workload was simulated.
